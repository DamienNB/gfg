===== design/flow/design.v =====
module gfg_spi_slave #(
  parameter NUM_REGISTERS  = 32,
            REGISTER_WIDTH = 32
) (
  input wire i_sys_clk,
  input wire i_srst_n,
  input wire i_spi_clk,
  output reg o_spi_miso = 1'b0,
  input wire i_spi_mosi,
  input wire i_spi_ss_n,
  output reg  [$clog2(NUM_REGISTERS)-1:0] o_reg_addr       = 0,
  output wire [REGISTER_WIDTH-1:0]        o_reg_write_data,
  output reg                              o_reg_write_en   = 1'b0,
  input wire  [REGISTER_WIDTH-1:0]        i_reg_read_data,
  output wire [5:0] o_state
);
  localparam COMMAND_WIDTH = 2;
  localparam CMD_NO_OP     = 2'b00,
             CMD_READ_REG  = 2'b01,
             CMD_WRITE_REG = 2'b10;
  reg spi_clk_reg         = 1'b1;
  reg spi_clk_reg_delayed = 1'b1;
  reg spi_ss_n_reg = 1'b0;
  reg [7:0] spi_mosi_shift_register = 0;
  reg [$clog2(REGISTER_WIDTH):0] shift_register_tracker  = 0;
  reg [REGISTER_WIDTH-1:0] register_local_copy = 0;
  assign o_reg_write_data = register_local_copy;
  localparam real REGISTER_WIDTH_FLOAT = REGISTER_WIDTH;
  localparam STATE_INITIAL                 = 6'b000001,
             STATE_RECEIVE_CMD             = 6'b000010,
             STATE_LOAD_DATA_TO_TRANSMIT   = 6'b000100,
             STATE_TRANSMIT_DATA           = 6'b001000,
             STATE_RECEIVE_DATA            = 6'b010000,
             STATE_STORE_RECEIVED_DATA     = 6'b100000;
  reg [5:0] state = STATE_INITIAL;
  assign o_state = state;
  always @(posedge i_sys_clk) begin
    spi_clk_reg         <= i_spi_clk;
    spi_clk_reg_delayed <= spi_clk_reg;
    spi_ss_n_reg <= i_spi_ss_n;
    if(i_srst_n == 1'b0) begin
      state <= STATE_INITIAL;
      spi_mosi_shift_register <= 0;
      o_spi_miso <= 1'b0;
      register_local_copy <= 0;
      o_reg_addr       <= 0;
      o_reg_write_en   <= 1'b0;
    end else begin
      state <= state;
      register_local_copy <= register_local_copy;
      o_reg_addr          <= o_reg_addr;
      o_spi_miso <= 1'b0;
      o_reg_write_en   <= 1'b0;
      case(state)
        STATE_INITIAL : begin
          o_spi_miso <= o_spi_miso;
          if(spi_ss_n_reg == 1'b0) begin
            if(spi_clk_reg == 1'b0) begin
              spi_mosi_shift_register <= 0;
              shift_register_tracker  <= 0;
              state <= STATE_RECEIVE_CMD;
            end
          end else begin
            state <= STATE_INITIAL;
          end
        end
        STATE_RECEIVE_CMD : begin
          if(spi_ss_n_reg == 1'b0) begin
            if(shift_register_tracker < 8) begin
              if((spi_clk_reg == 1'b1) && (spi_clk_reg_delayed == 1'b0)) begin
                spi_mosi_shift_register    <= spi_mosi_shift_register << 1;
                spi_mosi_shift_register[0] <= i_spi_mosi;
                shift_register_tracker <= shift_register_tracker + 1;
              end
            end else begin
              case(spi_mosi_shift_register[7 -: COMMAND_WIDTH])
                CMD_NO_OP     : begin
                  state <= STATE_INITIAL;
                end
                CMD_READ_REG  : begin
                  o_reg_addr <= 
                    spi_mosi_shift_register[0 +: ((NUM_REGISTERS <= 1) || (NUM_REGISTERS > 16777216)) ? 0 : 
(NUM_REGISTERS <= 2) ? 1 : 
(NUM_REGISTERS <= 4) ? 2 : 
(NUM_REGISTERS <= 8) ? 3 : 
(NUM_REGISTERS <= 16) ? 4 : 
(NUM_REGISTERS <= 32) ? 5 : 
(NUM_REGISTERS <= 64) ? 6 : 
(NUM_REGISTERS <= 128) ? 7 : 
(NUM_REGISTERS <= 256) ? 8 : 
(NUM_REGISTERS <= 512) ? 9 : 
(NUM_REGISTERS <= 1024) ? 10 : 
(NUM_REGISTERS <= 2048) ? 11 : 
(NUM_REGISTERS <= 4096) ? 12 : 
(NUM_REGISTERS <= 8192) ? 13 : 
(NUM_REGISTERS <= 16384) ? 14 : 
(NUM_REGISTERS <= 32768) ? 15 : 
(NUM_REGISTERS <= 65536) ? 16 : 
(NUM_REGISTERS <= 131072) ? 17 : 
(NUM_REGISTERS <= 262144) ? 18 : 
(NUM_REGISTERS <= 1048576) ? 20 : 
(NUM_REGISTERS <= 2097152) ? 21 : 
(NUM_REGISTERS <= 4194304) ? 22 : 
(NUM_REGISTERS <= 8388608) ? 23 : 
(NUM_REGISTERS <= 16777216) ? 24 : 0];
                  shift_register_tracker  <= 0;
                  state <= STATE_LOAD_DATA_TO_TRANSMIT;
                end
                CMD_WRITE_REG : begin
                  o_reg_addr <= 
                    spi_mosi_shift_register[0 +: ((NUM_REGISTERS <= 1) || (NUM_REGISTERS > 16777216)) ? 0 : 
(NUM_REGISTERS <= 2) ? 1 : 
(NUM_REGISTERS <= 4) ? 2 : 
(NUM_REGISTERS <= 8) ? 3 : 
(NUM_REGISTERS <= 16) ? 4 : 
(NUM_REGISTERS <= 32) ? 5 : 
(NUM_REGISTERS <= 64) ? 6 : 
(NUM_REGISTERS <= 128) ? 7 : 
(NUM_REGISTERS <= 256) ? 8 : 
(NUM_REGISTERS <= 512) ? 9 : 
(NUM_REGISTERS <= 1024) ? 10 : 
(NUM_REGISTERS <= 2048) ? 11 : 
(NUM_REGISTERS <= 4096) ? 12 : 
(NUM_REGISTERS <= 8192) ? 13 : 
(NUM_REGISTERS <= 16384) ? 14 : 
(NUM_REGISTERS <= 32768) ? 15 : 
(NUM_REGISTERS <= 65536) ? 16 : 
(NUM_REGISTERS <= 131072) ? 17 : 
(NUM_REGISTERS <= 262144) ? 18 : 
(NUM_REGISTERS <= 1048576) ? 20 : 
(NUM_REGISTERS <= 2097152) ? 21 : 
(NUM_REGISTERS <= 4194304) ? 22 : 
(NUM_REGISTERS <= 8388608) ? 23 : 
(NUM_REGISTERS <= 16777216) ? 24 : 0];
                  shift_register_tracker  <= 0;
                  state <= STATE_RECEIVE_DATA;
                end
                default       : begin
                  state <= STATE_INITIAL;
                end
              endcase
            end
          end else begin
            state <= STATE_INITIAL;
          end
        end
        STATE_LOAD_DATA_TO_TRANSMIT : begin
          o_reg_addr            <= o_reg_addr;
          register_local_copy   <= i_reg_read_data;
          state <= STATE_TRANSMIT_DATA;
        end
        STATE_TRANSMIT_DATA : begin
          o_reg_addr            <= o_reg_addr;
          shift_register_tracker <= shift_register_tracker;
          o_spi_miso <= o_spi_miso;
          if(spi_ss_n_reg == 1'b0) begin
            if((spi_clk_reg == 1'b0) && (spi_clk_reg_delayed == 1'b1)) begin
              if(shift_register_tracker < REGISTER_WIDTH) begin
                o_spi_miso          <= register_local_copy[REGISTER_WIDTH-1];
                register_local_copy <= register_local_copy << 1;
                shift_register_tracker <= shift_register_tracker + 1;
              end else if (shift_register_tracker%8 != 0) begin
                o_spi_miso <= 1'b0;
                shift_register_tracker <= shift_register_tracker + 1;
              end else begin
                state <= STATE_INITIAL;
              end
            end
          end else if(shift_register_tracker%8 != 0) begin
            state <= STATE_INITIAL;
          end else if(shift_register_tracker >= REGISTER_WIDTH) begin
            state <= STATE_INITIAL;
          end else begin
            state <= STATE_TRANSMIT_DATA;
          end
        end
        STATE_RECEIVE_DATA : begin
          register_local_copy    <= register_local_copy;
          shift_register_tracker <= shift_register_tracker;
          o_reg_addr <= o_reg_addr;
          if(spi_ss_n_reg == 1'b0) begin
            if((spi_clk_reg == 1'b1) && (spi_clk_reg_delayed == 1'b0)) begin
              if(shift_register_tracker < REGISTER_WIDTH) begin
                register_local_copy    <= register_local_copy << 1;
                register_local_copy[0] <= i_spi_mosi;
                shift_register_tracker <= shift_register_tracker + 1;
              end else if (shift_register_tracker%8 != 0) begin
                shift_register_tracker <= shift_register_tracker + 1;
              end else begin
                state <= STATE_STORE_RECEIVED_DATA;
              end
            end
          end else if(shift_register_tracker%8 != 0) begin
            state <= STATE_INITIAL;
          end else if(shift_register_tracker >= REGISTER_WIDTH) begin
            state <= STATE_STORE_RECEIVED_DATA;
          end else begin
            state <= STATE_RECEIVE_DATA;
          end
        end
        STATE_STORE_RECEIVED_DATA : begin
          register_local_copy <= register_local_copy;
          o_reg_addr     <= o_reg_addr;
          o_reg_write_en <= 1'b1;
          state <= STATE_INITIAL;
        end
        default                     : begin
          state <= STATE_INITIAL;
        end
      endcase
    end
  end
endmodule

===== design/flow/run.sh =====
#!/bin/bash
# OpenROAD 26Q1-2900-gdf79404cd8, Yosys 0.63+post, stock flow scripts
make -C /OpenROAD-flow-scripts/flow DESIGN_CONFIG=/design/flow/config.mk WORK_HOME=/design/flow/orfs finish

===== design/flow/config.mk =====
export PLATFORM = sky130hd
export DESIGN_NAME = gfg_spi_slave
export DESIGN_NICKNAME = gfg_spi_slave
export VERILOG_FILES = /design/flow/design.v
export SDC_FILE = /design/flow/constraint.sdc
export NUM_CORES = 4
export LEC_CHECK = 1
export CORE_UTILIZATION = 50

===== design/flow/constraint.sdc =====
current_design gfg_spi_slave

set clk_period 7.5
set clk_io_pct 0.2

create_clock -name clk0 -period $clk_period [get_ports {i_sys_clk}]

set non_clock_inputs [all_inputs -no_clocks]
set_input_delay [expr $clk_period * $clk_io_pct] -clock clk0 $non_clock_inputs
set_output_delay [expr $clk_period * $clk_io_pct] -clock clk0 [all_outputs]

==> flow_summary_export.csv <==
group,metric,value,unit
yosys,primary_flip_flop_cell_chosen_by_synthesis_mapping,"sky130_fd_sc_hd__dfxtp_1",
cts,postCtsHoldBufs,0,
cts,clockRootBuffer,"sky130_fd_sc_hd__clkbuf_8",
yosys,synthDominantAreaCellType,"sky130_fd_sc_hd__dfxtp_1",
yosys,leading_cell_types_by_count_after_synthesis,"sky130_fd_sc_hd__dfxtp_1, sky130_fd_sc_hd__a211oi_1, sky130_fd_sc_hd__mux2i_1, sky130_fd_sc_hd__a211oi_2, sky130_fd_sc_hd__nor2_1",
floorplan,placeableCoreArea,6061,µm²
cts,cts-htree-levels,3,
finish,area.sequential,1301,µm²
yosys,synth.top_cell.area_share,0.3484,
critical_path,largest_fanout_of_any_net_on_the_critical_path,31,
job,stage_log_warnings,28,
placement,detailed_place_hpwl,4901,µm
sta,max_slew_margin,0.4760,
route,routedWlPerCell,16.21,µm
yosys,count_of_unique_library_cells_instantiated_by_yosys,48,
grt,gr-usage-all-layers,0.2358,
sta,drv_slew,0,
route,viasPerCell,5.885,
worst_hold_path,worst_hold_path.num_cells,0,
yosys,yosysWarnings,1,
finish,largest_register_ff_count,32,
route,route.final.wire_length,7588,µm
placement,placed_cells_incl_taps,452,
yosys,yosys.cell_count.top_type,"sky130_fd_sc_hd__dfxtp_1",
cts,clkLatencyLatePin,0.33,ns
critical_path,critical_path.startpoint_type,"primary input",
floorplan,placementRows,28,
route,num_antenna_cells,0,
floorplan,die_w,82.23,µm
power,p_leak,1.695,nW
power,power.sequential.fraction,0.450,
yosys,avgSynthCellArea,10.12,µm²
power,power.ir.vdd_worst,0.0001388,V
critical_path,worstReg2RegEnd,"register_local_copy[5]$_SDFFE_PN0P_",
cts,cts_setup_buffers,0,
floorplan,chip_area,6761,µm²
placement,worst_setup_slack_before_clock_tree_synthesis,3.840,ns
floorplan,io_pins,82,
sta,finalSetupTns,0,ns
grt,grt_max_degree,38,
critical_path,worstSetupEndpointType,"flop",
yosys,postSynthCellCount,318,
critical_path,cp-startpoint,"i_srst_n",
route,vias,2754,
finish,final_layout_size_suffix_gt1_frac,0.1476,
floorplan,die_h,82.23,µm
finish,multi_input_comb_area,1742,µm²
power,netSwitchingFraction,0.2379,
critical_path,reg2reg_from,"state[2]$_SDFFE_PN0P_",
critical_path,rrSetupSlack,4.82,ns
critical_path,worstRegToRegCells,6,
worst_hold_path,endpoint_of_the_worst_hold_path,"spi_clk_reg_delayed$_DFF_P_",
finish,final_cell_count_no_fill,468,
finish,area_growth_syn_to_layout,32.58,%
sta,worst_slew_pin_slew,0.7788,ns
yosys,edff_count_synth,6,
route,dr.pass1.iters,4,
placement,post_placement_cell_area,4026,µm²
critical_path,setup.worst_path.class,"primary input to flop",
sta,post-route-min-period,3.362,ns
cts,cts_resized,0,
cts,clock_path_buffers,2,
finish,filler_cell_count,446,
job,maxCapViolations,0,
worst_hold_path,worst_hold_launch,"spi_clk_reg$_DFF_P_",
placement,gpl.final_weighted_congestion,0.9364,
yosys,synth-seq-cells,62,
power,power.density_cell_area,183.0,nW/µm²
outcome,outcome,"finished, final reports clean",
cts,tritoncts.num_buffers,9,
grt,globalRoute.totalOverflow,0,
grt,grt_pass1_wl,12170,µm
finish,leading_registers_by_flop_count,"register_local_copy: 32 flops, spi_mosi_shift_register: 8 flops",
critical_path,crit_arrival,3.61,ns
power,clock_power_share,0.441,
yosys,synthArstFlopShare,0,
cts,cts_tree,"yes",
finish,regMostFlops,"register_local_copy",
yosys,synth-cells-yosys,318,
floorplan,pre_placement_core_utilization,0.5310,
yosys,synthesis.area,3218,µm²
grt,via_count_of_the_first_global_routing_pass,2516,
route,detail_route.drc_violations,0,
sta,final_min_period_over_clock_period,0.4482,
sta,clock-skew-final,0.01110,ns
power,comb_power_share,0.110,
sta,setup-violations-final,0,
finish,final_core_utilization,0.7040,
yosys,synthTopCellsByArea,"sky130_fd_sc_hd__dfxtp_1, sky130_fd_sc_hd__a211oi_2, sky130_fd_sc_hd__mux2i_1",
cts,worst_setup_hold_path_clk_slew,0.08,ns
grt,antenna_found_initial,0,
worst_hold_path,timing.hold.worst.class,"flop to flop",
sta,rsz0062_at_grt,"false",
yosys,yosysChipArea,3218,µm²
power,cell_internal_pwr,0.5951,mW
route,drt_iter0_drc,121,
yosys,synth_sequential_area_ratio,0.4044,
critical_path,worst-endpoint-required,7.75,ns
power,totalPowerFinal,0.7810,mW
cts,clock_sinks,62,
sta,setup_slack,4.138,ns
finish,final_design_area_no_fill,4267,µm²
power,switching_power,0.1858,mW
sta,timing.hold.ws,0.3988,ns
route,antenna_violating_nets_post_route,0,
sta,timing.fmax,0.2975,GHz
sta,final-hold-violation-count,0,
placement,placement.io_buffers,81,
cells by family after synthesis:
logic type	share of synthesized area
XOR/XNOR	0.01633
adder cells (fa/ha/maj)	0.01555
buffers and inverters	0.05676
multiplexers	0.1120
AND-OR/OR-AND	0.2648
flip-flops	0.4044
AND/OR/NAND/NOR	0.1303
layout make-up:
type | instances | share of cell area
clock inverter | 6 | 0.02141
multi-input combinational | 219 | 0.4082
clock buffer | 10 | 0.03490
sequential | 62 | 0.3050
tap | 75 | 0.02199
inverter | 9 | 0.007918
timing repair buffer | 87 | 0.2006
power groups by stage:
stage | Combinational [mW] | Clock (mW) | Sequential, mW
5_1_grt | 0.0939 | 0.366 | 0.352
4_1_cts | 0.0861 | 0.350 | 0.351
6_report | 0.0857 | 0.344 | 0.351
how the worst max path moves through the flow:
| stage | end | slack [ns] |
|---|---|---|
| after CTS | state[2]$_SDFFE_PN0P_ | 4.18 |
| after global routing | state[2]$_SDFFE_PN0P_ | 4.02 |
| final | state[2]$_SDFFE_PN0P_ | 4.14 |
cell usage in the layout (no fill, tap or decap), drive strengths merged, types with 3 or more instances in the layout:
cell	Yosys	routed
xnor2	3	3
nor2	19	19
dfxtp	56	56
o21ai	8	8
ha	4	4
or3	3	3
nor4	4	4
edfxtp	6	6
nand3	12	12
nand2	12	12
clkinv	1	4
buf	12	6
clkbuf	16	10
o31ai	3	3
xor2	3	3
a211oi	66	66
clkdlybuf4s50	0	81
nor3	4	4
a21oi	3	3
nor3b	3	3
nand4	4	4
inv	8	9
mux2i	36	36
nor2b	6	6
per-layer routing:
metal | vias up | part of all wire | GRT usage
li1 | 1349 | - | -
met1 | 1307 | 0.46 | 0.3641
met2 | 94 | 0.45 | 0.3455
met3 | 4 | 0.081 | 0.05797
met4 | 0 | 0.0054 | 0.04211
met5 | - | 0 | 0
critical path: stages:
cell and delay [ns]:
sky130_fd_sc_hd__clkdlybuf4s50_1 0.72, sky130_fd_sc_hd__inv_2 0.26, sky130_fd_sc_hd__buf_4 0.34, sky130_fd_sc_hd__nor2_1 0.46
sky130_fd_sc_hd__nor4bb_1 0.31
Power and IR drop assume default switching activity.
