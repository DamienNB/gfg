==> design.v <==
module vga_output #(
  parameter HORIZ_RESOLUTION  = 640,
            HORIZ_FRONT_PORCH =  16,
            HORIZ_SYNC_PULSE  =  96,
            HORIZ_BACK_PORCH  =  48,
            VERT_RESOLUTION  = 480,
            VERT_FRONT_PORCH =  10,
            VERT_SYNC_PULSE  =   2,
            VERT_BACK_PORCH  =  29,
            OUTPUT_DELAY_COUNT = 2
  ) (
    input pixel_clk,  
    input rst_n,
    input [3:0] red_in,
    input [3:0] green_in,
    input [3:0] blue_in,
    output reg frame_buffer_swap_allowed,
    output [$clog2(HORIZ_RESOLUTION)-1:0] horiz_addr,
    output [$clog2(VERT_RESOLUTION)-1:0] vert_addr,
    output horiz_sync,
    output vert_sync,
    output [3:0] red_out,
    output [3:0] green_out,
    output [3:0] blue_out
  );
  localparam HORIZ_TOTAL = HORIZ_RESOLUTION  + 
    HORIZ_FRONT_PORCH + 
    HORIZ_SYNC_PULSE  + 
    HORIZ_BACK_PORCH;
  localparam VERT_TOTAL = VERT_RESOLUTION  + 
    VERT_FRONT_PORCH + 
    VERT_SYNC_PULSE  + 
    VERT_BACK_PORCH;
  wire currently_drawing_screen;
  reg [$clog2(HORIZ_TOTAL)-1:0] horiz_counter = 0;
  reg [$clog2(VERT_TOTAL)-1:0]  vert_counter  = 0;
  wire [$clog2(HORIZ_TOTAL)-1:0] horiz_counter_delayed;
  wire [$clog2(VERT_TOTAL)-1:0]  vert_counter_delayed;
  generate
  if(OUTPUT_DELAY_COUNT == 0) begin
    assign horiz_counter_delayed = horiz_counter;
    assign vert_counter_delayed = vert_counter;
  end else if (OUTPUT_DELAY_COUNT == 1) begin
    reg [$clog2(HORIZ_TOTAL)-1:0] horiz_counter_delay_reg;
    reg [$clog2(VERT_TOTAL)-1:0]  vert_counter_delay_reg;
    always @(posedge pixel_clk) begin
      if (rst_n == 1'b0) begin
        horiz_counter_delay_reg = 0;
        vert_counter_delay_reg  = 0;
      end else begin
        horiz_counter_delay_reg <= horiz_counter;
        vert_counter_delay_reg  <= vert_counter;
      end
    end
    assign horiz_counter_delayed = horiz_counter_delay_reg;
    assign vert_counter_delayed  = vert_counter_delay_reg;
  end else begin
    reg [$clog2(HORIZ_TOTAL)-1:0] horiz_counter_delay_reg [OUTPUT_DELAY_COUNT-1:0];
    reg [$clog2(VERT_TOTAL)-1:0]  vert_counter_delay_reg  [OUTPUT_DELAY_COUNT-1:0];
    integer i;
    always @(posedge pixel_clk) begin
      if (rst_n == 1'b0) begin
        for(i=0; i<OUTPUT_DELAY_COUNT; i=i+1) begin
          horiz_counter_delay_reg[i] = 0;
          vert_counter_delay_reg[i]  = 0;
        end
      end else begin
        for(i=OUTPUT_DELAY_COUNT-1; i>0; i=i-1) begin
          horiz_counter_delay_reg[i] <= horiz_counter_delay_reg[i-1];
          vert_counter_delay_reg[i]  <= vert_counter_delay_reg[i-1];
        end
        horiz_counter_delay_reg[0] <= horiz_counter;
        vert_counter_delay_reg[0]  <= vert_counter;
      end
    end
    assign horiz_counter_delayed = horiz_counter_delay_reg [OUTPUT_DELAY_COUNT-1];
    assign vert_counter_delayed  = vert_counter_delay_reg  [OUTPUT_DELAY_COUNT-1];
  end
  endgenerate
  reg [$clog2(VERT_RESOLUTION)-1:0] horiz_lines_drawn_counter = 0;
  always @(posedge pixel_clk) begin
    if (rst_n == 0) begin
      horiz_counter             <= 0;
      horiz_lines_drawn_counter <= 0;
      vert_counter              <= 0;
      frame_buffer_swap_allowed <= 0;
    end else begin
      frame_buffer_swap_allowed <= (vert_counter >= VERT_RESOLUTION) && 
                                   (vert_counter < VERT_TOTAL-1);
      if (horiz_counter < HORIZ_TOTAL-1) begin
        horiz_counter <= horiz_counter + 1;
        if ((horiz_counter == HORIZ_RESOLUTION - 1) && 
            (vert_counter < VERT_RESOLUTION)) begin
          if (horiz_lines_drawn_counter < VERT_RESOLUTION-1) begin
            horiz_lines_drawn_counter <= horiz_lines_drawn_counter + 1;
          end else begin
            horiz_lines_drawn_counter <= 0;
          end
        end else begin
          horiz_lines_drawn_counter <= horiz_lines_drawn_counter;
        end
        vert_counter <= vert_counter;
      end else begin
        horiz_counter <= 0;
        horiz_lines_drawn_counter <= horiz_lines_drawn_counter;
        if (vert_counter < VERT_TOTAL-1) begin
          vert_counter <= vert_counter + 1;
        end else begin
          vert_counter <= 0;
        end
      end
    end
  end
  assign horiz_addr = ((horiz_counter < HORIZ_RESOLUTION) &&
                       (vert_counter < VERT_RESOLUTION)) ? 
                      horiz_counter : 0;
  assign vert_addr = (horiz_lines_drawn_counter < VERT_RESOLUTION) ? 
                      horiz_lines_drawn_counter : 0;
  assign horiz_sync = !((horiz_counter_delayed >= (HORIZ_RESOLUTION + 
                                                   HORIZ_FRONT_PORCH)) &&
                        (horiz_counter_delayed < (HORIZ_TOTAL - 
                                                  HORIZ_BACK_PORCH)));
  assign vert_sync = !((vert_counter_delayed >= (VERT_RESOLUTION + 
                                                 VERT_FRONT_PORCH)) &&
                       (vert_counter_delayed < (VERT_TOTAL - 
                                                VERT_BACK_PORCH)));
  assign currently_drawing_screen = ((horiz_counter_delayed < HORIZ_RESOLUTION) && 
                                     (vert_counter_delayed < VERT_RESOLUTION));
  assign red_out   = currently_drawing_screen ? red_in   : 0;
  assign green_out = currently_drawing_screen ? green_in : 0;
  assign blue_out  = currently_drawing_screen ? blue_in  : 0;
endmodule
==> run.sh <==
#!/bin/bash
# OpenROAD 26Q1-2900-gdf79404cd8, Yosys 0.63+post, stock flow scripts
make -C /OpenROAD-flow-scripts/flow DESIGN_CONFIG=/design/flow/config.mk WORK_HOME=/design/flow/orfs finish
==> config.mk <==
export PLATFORM = sky130hd
export DESIGN_NAME = vga_output
export DESIGN_NICKNAME = vga_output
export VERILOG_FILES = /design/flow/design.v
export SDC_FILE = /design/flow/constraint.sdc
export NUM_CORES = 4
export LEC_CHECK = 1
export CORE_UTILIZATION = 50
==> constraint.sdc <==
current_design vga_output

set clk_period 3.1
set clk_io_pct 0.2

create_clock -name clk0 -period $clk_period [get_ports {pixel_clk}]

set non_clock_inputs [all_inputs -no_clocks]
set_input_delay [expr $clk_period * $clk_io_pct] -clock clk0 $non_clock_inputs
set_output_delay [expr $clk_period * $clk_io_pct] -clock clk0 [all_outputs]
==> impl_metrics.ini <==
; yosys + openroad results
[logic_synthesis]
yosys_warnings = 3
yosys_most_used_dff = dfxtp_1
synth-edff-count = 0
ys_async_sr_fraction_pct = 0
largest_area_cell = dfxtp_1
yosysMostFrequentCell = dfxtp_1
netlist_instances = 274
top_area_share_pct = 48.6
syn_area_per_cell_sq_um = 9.02
netlist_top_cells_area = dfxtp_1, and2_1, and3_1
common_cells = dfxtp_1, and2_1, nand2_1
yosys_cells = 274
synth_area_sq_um = 2470
ys_ff = 60
synth_chip_area_sq_um = 2470
synth_cell_type_count = 38
ys_seq_share_pct = 48.6

[final_timing]
final-hold-violation-count = 0
worst_slack_ps = 382
drv_slew = 0
finalCriticalPeriod_ps = 2720
rsz0062_at_grt = false
whs_ps = 433
worst_pin_slew_ps = 804
max_freq_ghz = 0.368
final.setup.tns_ps = 0
finalSetupViolations = 0
fin_skew_ps = 7.00
period_used_pct = 87.7
slew_headroom_pct = 46.0

[clocking]
cts_resized = 0
clockRootBuffer = clkbuf_8
clkLatencyLatePin_ps = 330
cts.clk_slew.worst_paths_ps = 60
cts_tree = built
clock_sinks = 60
clock_tree.buffer_depth = 2
cts_hold_buffers = 0
h-tree-depth = 3
cts_buffers = 9
post_cts_buffers = 0

[route]
drc_errors = 0
dr.pass1.iters = 4
detail_route.iter0.violations = 75
wl_per_cell_um = 12.1
drtAntennaViolNets = 0
wl_mm = 4.75
viasPerCell = 5.16
diodes = 0
vias = 2026

[layout]
largest_reg_flops = 18
final-comb-area_sq_um = 1220
fill_cells = 380
flop_area_sq_um = 1200
layout-drive-gt1-share_pct = 5.21
area_growth_pct = 29.2

[placed_design]
place_hpwl_mm = 3.16
place.gp.congestion = 0.951
pre_cts_ws_ps = 697
io_buffer_count = 47

[pwr]
leakage_nw = 1.19
ir_worst_vdd_mv = 0.342
powerDensity_nw_per_um2 = 491

[worst_setup_path]
cp-start-kind = flip-flop
path_class = reg -> out
cp-end-kind = output port
cp.arrival_ps = 2100
crit_required_ps = 2480
critPathMaxFanout = 10

[floorplanning]
chipArea_sq_um = 5230
die_h_um = 72.3
std_cell_rows = 25
die_x_um = 72.3
io_pins = 48
fp_util_pct = 52.0
coreArea_sq_um = 4750

[flow_run]
maxCapViolations = 0
tool_warnings = 26

[global_route]
overflow = 0
grt_pass1_vias = 1728
grt_max_degree = 26
antenna_found_initial = 0
track_usage_pct = 18.7
grt_pass1_wl_mm = 7.65

[min_path]
worst_hold_path_type = reg -> reg

[run_status]
status = complete, no violations
==> cells in the final DEF, fill, tap and decap left out, types with 3 or more instances in the layout <==
cell type and count:
and2_1 51, and3_1 14, nand4_1 5, clkdlybuf4s50_1 47, a31oi_1 5, buf_4 3
a21oi_1 4, clkbuf_8 11, or4_1 3, nor3_1 5, nand3_1 17, ha_1 3
xnor2_1 9, a211oi_1 4, o31ai_1 3, xor2_1 4, dfxtp_1 60, nor2_1 21
o21ai_0 3, nand2_1 23
==> cell type report <==
class                   instances  share of cell area (%)
clock buffers                  12                    4.86
clock inverters                 2                    1.10
inverters                       2                   0.235
multi-input cells             200                    38.2
flip-flops and latches         60                    37.6
well taps                      67                    2.62
repair buffers                 50                    15.4
==> path summary, 6_finish.rpt <==
| check | from | endpoint | slack [ps] | cells after the start |
|---|---|---|---|---|
| worst min register to register | genblk1.genblk1.horiz_counter_delay_reg[0][7] | genblk1.genblk1.horiz_counter_delay_reg[1][7] | 430 | 1 |
| worst max register to register | horiz_counter[0] | horiz_lines_drawn_counter[6] | 620 | 5 |
| worst max-delay path | vert_counter[6] | horiz_addr[5] | 380 | 4 |
| worst min-delay path | genblk1.genblk1.horiz_counter_delay_reg[0][7] | genblk1.genblk1.horiz_counter_delay_reg[1][7] | 430 | 1 |
==> critical path: stages, from the launching register on <==
cell and delay, ps:
dfxtp_1 370, and4_1 270, nor2_1 420, and3_1 250, clkdlybuf4s50_1 460
==> stage by stage <==
step	area, sq um	instances	total power [mW]	utilization [%]
CTS	3190	393	1.58	67.2
global placement	3000	379	0.913	63.2
finish	3190	393	1.57	67.2
floorplan	2470	274	0.851	-
global route	3190	393	1.62	67.2
detailed placement	3000	379	0.913	63.2
==> power by group <==
part	internal [mW]	leakage, nW	switching, mW
Sequential	0.783	0.485	0.0185
Clock	0.405	0.0983	0.266
Combinational	0.0664	0.606	0.0281
==> routing by layer <==
| metal | routed length (um) | part of all wire [%] | vias up | track usage, % |
|---|---|---|---|---|
| li1 | - | - | 1059 | - |
| met1 | 2310 | 49 | 886 | 28.7 |
| met2 | 1990 | 42 | 73 | 28.6 |
| met3 | 350 | 7.4 | 8 | 3.52 |
| met4 | 94 | 2.0 | 0 | 4.36 |
| met5 | 0 | 0 | - | 0 |
==> kinds of logic after synthesis <==
| group | synth area share [%] |
|---|---|
| AND-OR/OR-AND | 9.77 |
| XOR/XNOR | 4.61 |
| AND/OR/NAND/NOR | 33.4 |
| buffers and inverters | 2.13 |
| adder cells (fa/ha/maj) | 1.52 |
| flip-flops | 48.6 |
No activity file was given, so power comes from the tool's default toggle rates.
