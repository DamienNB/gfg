==> /design/flow/design.v <==
module rasterizer #(
  parameter VERT_RESOLUTION  = 60,
            HORIZ_RESOLUTION = 80  
) (
  input wire i_clk,
  input wire i_srst_n,
  input wire i_go,
  input wire [$clog2(HORIZ_RESOLUTION)-1:0] i_triangle_point_0_x,
  input wire [$clog2(VERT_RESOLUTION)-1:0]  i_triangle_point_0_y,
  input wire [$clog2(HORIZ_RESOLUTION)-1:0] i_triangle_point_1_x,
  input wire [$clog2(VERT_RESOLUTION)-1:0]  i_triangle_point_1_y,
  input wire [$clog2(HORIZ_RESOLUTION)-1:0] i_triangle_point_2_x,
  input wire [$clog2(VERT_RESOLUTION)-1:0]  i_triangle_point_2_y,
  input wire [3:0] i_triangle_color_red,
  input wire [3:0] i_triangle_color_green,
  input wire [3:0] i_triangle_color_blue,
  output reg [$clog2(VERT_RESOLUTION)-1:0]  o_vert_write_addr  = 0,
  output reg [$clog2(HORIZ_RESOLUTION)-1:0] o_horiz_write_addr = 0,
  output reg [3:0] o_red,
  output reg [3:0] o_green,
  output reg [3:0] o_blue,
  output reg o_write_en = 1'b0,
  output reg o_done =     1'b0
  );
  reg go_register;
  reg [$clog2(HORIZ_RESOLUTION)-1:0] triangle_point_0_x_register;
  reg [$clog2(VERT_RESOLUTION)-1:0]  triangle_point_0_y_register;
  reg [$clog2(HORIZ_RESOLUTION)-1:0] triangle_point_1_x_register;
  reg [$clog2(VERT_RESOLUTION)-1:0]  triangle_point_1_y_register;
  reg [$clog2(HORIZ_RESOLUTION)-1:0] triangle_point_2_x_register;
  reg [$clog2(VERT_RESOLUTION)-1:0]  triangle_point_2_y_register;
  reg [$clog2(VERT_RESOLUTION)-1:0]  top_y;
  reg [$clog2(VERT_RESOLUTION)-1:0]  bottom_y;
  reg load_triangle = 1'b0;
  reg [$clog2(HORIZ_RESOLUTION)-1:0] horiz_target_addr = 0;
  reg [$clog2(VERT_RESOLUTION)-1:0]  vert_target_addr  = 0;
  reg valid_target = 1'b0;
  wire triangle_loaded;
  wire point_inside_triangle;
  localparam DELAY_LENGTH = 4;
  reg [$clog2(HORIZ_RESOLUTION)-1:0] horiz_target_addr_delay [DELAY_LENGTH-1:0];
  reg [$clog2(VERT_RESOLUTION)-1:0]  vert_target_addr_delay  [DELAY_LENGTH-1:0];
  reg valid_target_delay [DELAY_LENGTH-1:0];
  localparam WAIT = 3'b001, LOAD_TRIANGLE = 3'b010, RASTERIZE = 3'b100; 
  reg [2:0] state = WAIT;
  rasterizer_triangle_intersection_detector #(
    .VERT_RESOLUTION(VERT_RESOLUTION),
    .HORIZ_RESOLUTION(HORIZ_RESOLUTION)
  ) rtid (
    .i_clk(i_clk),
    .i_srst_n(i_srst_n),
    .i_load_triangle(load_triangle),
    .i_current_point_x(horiz_target_addr),
    .i_current_point_y(vert_target_addr),
    .i_triangle_point_0_x(triangle_point_0_x_register),
    .i_triangle_point_0_y(triangle_point_0_y_register),
    .i_triangle_point_1_x(triangle_point_1_x_register),
    .i_triangle_point_1_y(triangle_point_1_y_register),
    .i_triangle_point_2_x(triangle_point_2_x_register),
    .i_triangle_point_2_y(triangle_point_2_y_register),
    .i_slack(8'h00),  
    .o_triangle_loaded(triangle_loaded),
    .o_point_inside_triangle(point_inside_triangle)
  );
  integer i;
  generate
  always @(posedge i_clk) begin
    for(i=DELAY_LENGTH-1; i>0; i=i-1) begin
      vert_target_addr_delay[i]  <= vert_target_addr_delay[i-1];
      horiz_target_addr_delay[i] <= horiz_target_addr_delay[i-1];
      valid_target_delay[i]      <= valid_target_delay[i-1];
    end
    vert_target_addr_delay[0]  <= vert_target_addr;
    horiz_target_addr_delay[0] <= horiz_target_addr;
    valid_target_delay[0]      <= valid_target;
  end
  endgenerate
  always @(posedge i_clk) begin
    go_register <= i_go;
    o_vert_write_addr  <= vert_target_addr_delay[DELAY_LENGTH-1];
    o_horiz_write_addr <= horiz_target_addr_delay[DELAY_LENGTH-1];
    if(i_srst_n == 1'b0) begin
      load_triangle    <= 1'b0;
      vert_target_addr   <= 0;
      horiz_target_addr  <= 0;
      valid_target       <= 1'b0;
      state              <= WAIT;
      o_write_en         <= 1'b0;
      o_done             <= 1'b0;
    end else begin
      load_triangle    <= 1'b0;
      vert_target_addr   <= 0;
      horiz_target_addr  <= 0;
      valid_target       <= 1'b0;
      state              <= WAIT;
      o_write_en         <= 1'b0;
      o_done             <= 1'b0;
      triangle_point_0_x_register <= triangle_point_0_x_register;
      triangle_point_0_y_register <= triangle_point_0_y_register;
      triangle_point_1_x_register <= triangle_point_1_x_register;
      triangle_point_1_y_register <= triangle_point_1_y_register;
      triangle_point_2_x_register <= triangle_point_2_x_register;
      triangle_point_2_y_register <= triangle_point_2_y_register;
      case(state)
        WAIT          : begin
          o_vert_write_addr  <= 0;
          o_horiz_write_addr <= 0;
          o_done <= o_done;
          if(i_go) begin
            triangle_point_0_x_register <= i_triangle_point_0_x;
            triangle_point_0_y_register <= i_triangle_point_0_y;
            triangle_point_1_x_register <= i_triangle_point_1_x;
            triangle_point_1_y_register <= i_triangle_point_1_y;
            triangle_point_2_x_register <= i_triangle_point_2_x;
            triangle_point_2_y_register <= i_triangle_point_2_y;
          end
          if(go_register) begin
            state <= LOAD_TRIANGLE;
            load_triangle <= 1'b1;
          end else begin
            state <= WAIT;
            load_triangle <= 1'b0;
          end
        end
        LOAD_TRIANGLE : begin
          load_triangle <= 1'b0;
          if(triangle_loaded) begin
            vert_target_addr  <= 0;
            horiz_target_addr <= 0;
            valid_target <= 1'b1;
            state <= RASTERIZE;
          end else begin
            state <= LOAD_TRIANGLE;
          end
        end
        RASTERIZE     : begin
          valid_target <= 1'b1;
          state        <= RASTERIZE;
          o_write_en <= 1'b0;
          o_done     <= 1'b0;
          if(horiz_target_addr < HORIZ_RESOLUTION-1) begin
            horiz_target_addr <= horiz_target_addr + 1;
            vert_target_addr  <= vert_target_addr;
          end else begin
            horiz_target_addr <= 0;
            if(vert_target_addr < VERT_RESOLUTION-1) begin
              vert_target_addr <= vert_target_addr + 1;
            end else begin
              valid_target <= 1'b0;
              horiz_target_addr <= horiz_target_addr;
              vert_target_addr  <= vert_target_addr;
            end
          end
          if(valid_target_delay[DELAY_LENGTH-1]) begin
            o_write_en <= 1'b1;
            if(point_inside_triangle) begin
              o_red   <= i_triangle_color_red;
              o_green <= i_triangle_color_green;
              o_blue  <= i_triangle_color_blue;
            end else begin
              o_red   <= 4'h0;
              o_green <= 4'h0;
              o_blue  <= 4'h0;
            end
          end else begin
            o_write_en <= 1'b0;
          end
          if(o_vert_write_addr >= VERT_RESOLUTION-1) begin
            if(o_horiz_write_addr >= HORIZ_RESOLUTION-1) begin
              state <= WAIT;
              o_done <= 1'b1;
            end
          end
        end
        default       : begin
          state <= WAIT;
        end
      endcase
    end
  end
endmodule
module rasterizer_triangle_intersection_detector #(
  parameter VERT_RESOLUTION  = 60,
            HORIZ_RESOLUTION = 80  
) (
  input wire i_clk,
  input wire i_srst_n,
  input wire i_load_triangle,
  input wire [(2*$clog2(HORIZ_RESOLUTION))-1:0] i_current_point_x,
  input wire [(2*$clog2(VERT_RESOLUTION))-1:0]  i_current_point_y,
  input wire [$clog2(HORIZ_RESOLUTION)-1:0] i_triangle_point_0_x,
  input wire [$clog2(VERT_RESOLUTION)-1:0]  i_triangle_point_0_y,
  input wire [$clog2(HORIZ_RESOLUTION)-1:0] i_triangle_point_1_x,
  input wire [$clog2(VERT_RESOLUTION)-1:0]  i_triangle_point_1_y,
  input wire [$clog2(HORIZ_RESOLUTION)-1:0] i_triangle_point_2_x,
  input wire [$clog2(VERT_RESOLUTION)-1:0]  i_triangle_point_2_y,
  input wire signed [7:0] i_slack,
  output reg o_triangle_loaded = 1'b0,
  output reg o_point_inside_triangle = 1'b0
  );
  localparam COORD_WIDTH = (HORIZ_RESOLUTION > VERT_RESOLUTION) ?
    ((HORIZ_RESOLUTION <= 1) || (HORIZ_RESOLUTION > 16777216)) ? 0 : 
(HORIZ_RESOLUTION <= 2) ? 1 : 
(HORIZ_RESOLUTION <= 4) ? 2 : 
(HORIZ_RESOLUTION <= 8) ? 3 : 
(HORIZ_RESOLUTION <= 16) ? 4 : 
(HORIZ_RESOLUTION <= 32) ? 5 : 
(HORIZ_RESOLUTION <= 64) ? 6 : 
(HORIZ_RESOLUTION <= 128) ? 7 : 
(HORIZ_RESOLUTION <= 256) ? 8 : 
(HORIZ_RESOLUTION <= 512) ? 9 : 
(HORIZ_RESOLUTION <= 1024) ? 10 : 
(HORIZ_RESOLUTION <= 2048) ? 11 : 
(HORIZ_RESOLUTION <= 4096) ? 12 : 
(HORIZ_RESOLUTION <= 8192) ? 13 : 
(HORIZ_RESOLUTION <= 16384) ? 14 : 
(HORIZ_RESOLUTION <= 32768) ? 15 : 
(HORIZ_RESOLUTION <= 65536) ? 16 : 
(HORIZ_RESOLUTION <= 131072) ? 17 : 
(HORIZ_RESOLUTION <= 262144) ? 18 : 
(HORIZ_RESOLUTION <= 1048576) ? 20 : 
(HORIZ_RESOLUTION <= 2097152) ? 21 : 
(HORIZ_RESOLUTION <= 4194304) ? 22 : 
(HORIZ_RESOLUTION <= 8388608) ? 23 : 
(HORIZ_RESOLUTION <= 16777216) ? 24 : 0 : ((VERT_RESOLUTION <= 1) || (VERT_RESOLUTION > 16777216)) ? 0 : 
(VERT_RESOLUTION <= 2) ? 1 : 
(VERT_RESOLUTION <= 4) ? 2 : 
(VERT_RESOLUTION <= 8) ? 3 : 
(VERT_RESOLUTION <= 16) ? 4 : 
(VERT_RESOLUTION <= 32) ? 5 : 
(VERT_RESOLUTION <= 64) ? 6 : 
(VERT_RESOLUTION <= 128) ? 7 : 
(VERT_RESOLUTION <= 256) ? 8 : 
(VERT_RESOLUTION <= 512) ? 9 : 
(VERT_RESOLUTION <= 1024) ? 10 : 
(VERT_RESOLUTION <= 2048) ? 11 : 
(VERT_RESOLUTION <= 4096) ? 12 : 
(VERT_RESOLUTION <= 8192) ? 13 : 
(VERT_RESOLUTION <= 16384) ? 14 : 
(VERT_RESOLUTION <= 32768) ? 15 : 
(VERT_RESOLUTION <= 65536) ? 16 : 
(VERT_RESOLUTION <= 131072) ? 17 : 
(VERT_RESOLUTION <= 262144) ? 18 : 
(VERT_RESOLUTION <= 1048576) ? 20 : 
(VERT_RESOLUTION <= 2097152) ? 21 : 
(VERT_RESOLUTION <= 4194304) ? 22 : 
(VERT_RESOLUTION <= 8388608) ? 23 : 
(VERT_RESOLUTION <= 16777216) ? 24 : 0;
  reg signed [COORD_WIDTH:0] triangle_point_0_x_register = 0;
  reg signed [COORD_WIDTH:0]  triangle_point_0_y_register = 0;
  reg signed [COORD_WIDTH:0] triangle_point_1_x_register = 0;
  reg signed [COORD_WIDTH:0]  triangle_point_1_y_register = 0;
  reg signed [COORD_WIDTH:0] triangle_point_2_x_register = 0;
  reg signed [COORD_WIDTH:0]  triangle_point_2_y_register = 0;
  reg [(2*$clog2(HORIZ_RESOLUTION))-1:0] current_point_x_register;
  reg [(2*$clog2(VERT_RESOLUTION))-1:0]  current_point_y_register;
  reg calculating_triangle_area = 1'b0;
  reg signed [COORD_WIDTH:0] cross_product_input_a [2:0];
  reg signed [COORD_WIDTH:0] cross_product_input_b [2:0];
  reg signed [COORD_WIDTH:0] cross_product_input_c [2:0];
  reg signed [COORD_WIDTH:0] cross_product_input_d [2:0];
  wire signed [(3*COORD_WIDTH)-1:0] cross_product [2:0];
  wire unsigned [(3*COORD_WIDTH):0] cross_product_absolute_value [2:0];
  wire unsigned [(3*COORD_WIDTH):0] triangle_area [2:0];
  reg unsigned [(4*COORD_WIDTH):0] triangle_areas_sum = 0;
  reg unsigned [(3*COORD_WIDTH):0] principle_triangle_area = 0;
  genvar i;
  generate
    for(i=0; i<=2; i=i+1) begin
      assign cross_product[i] =
        (cross_product_input_a[i] * cross_product_input_d[i]) -
        (cross_product_input_b[i] * cross_product_input_c[i]);
      assign cross_product_absolute_value[i] = (cross_product[i] < 0) ?
        -cross_product[i] : cross_product[i];
      assign triangle_area[i] = (cross_product_absolute_value[i])/2;
    end
  endgenerate
  localparam POINT_CALCULATION = 3'b001, LOADING_TRIANGLE_0 = 3'b010,
    LOADING_TRIANGLE_1 = 3'b100;
  reg [2:0] state = POINT_CALCULATION;
  always @(posedge i_clk) begin
    if(i_srst_n == 1'b0) begin
      triangle_point_0_x_register <= 0;
      triangle_point_0_y_register <= 0;
      triangle_point_1_x_register <= 0;
      triangle_point_1_y_register <= 0;
      triangle_point_2_x_register <= 0;
      triangle_point_2_y_register <= 0;
      current_point_x_register <= 0;
      current_point_y_register <= 0;
      calculating_triangle_area <= 1'b0;
      triangle_areas_sum <= 0;
      principle_triangle_area <= 0;
      o_triangle_loaded <= 1'b0;
    end else begin
      principle_triangle_area <= principle_triangle_area;
      current_point_x_register <= i_current_point_x;
      current_point_y_register <= i_current_point_y;
      triangle_point_0_x_register <= i_triangle_point_0_x;
      triangle_point_0_y_register <= i_triangle_point_0_y;
      triangle_point_1_x_register <= i_triangle_point_1_x;
      triangle_point_1_y_register <= i_triangle_point_1_y;
      triangle_point_2_x_register <= i_triangle_point_2_x;
      triangle_point_2_y_register <= i_triangle_point_2_y;
      cross_product_input_a[0] <= (calculating_triangle_area) ?
        ($signed(triangle_point_1_x_register) - $signed(triangle_point_0_x_register)) :
        ($signed(triangle_point_1_x_register) - $signed(current_point_x_register));
      cross_product_input_b[0] <= (calculating_triangle_area) ?
        ($signed(triangle_point_1_y_register) - $signed(triangle_point_0_y_register)) :
        ($signed(triangle_point_1_y_register) - $signed(current_point_y_register));
      cross_product_input_c[0] <= (calculating_triangle_area) ?
        ($signed(triangle_point_2_x_register) - $signed(triangle_point_0_x_register)) :
        ($signed(triangle_point_2_x_register) - $signed(current_point_x_register));
      cross_product_input_d[0] <= (calculating_triangle_area) ?
        ($signed(triangle_point_2_y_register) - $signed(triangle_point_0_y_register)) :
        ($signed(triangle_point_2_y_register) - $signed(current_point_y_register));
      cross_product_input_a[1] <= 
        $signed(triangle_point_0_x_register) - $signed(current_point_x_register);
      cross_product_input_b[1] <= 
        $signed(triangle_point_0_y_register) - $signed(current_point_y_register);
      cross_product_input_c[1] <= 
        $signed(triangle_point_2_x_register) - $signed(current_point_x_register);
      cross_product_input_d[1] <= 
        $signed(triangle_point_2_y_register) - $signed(current_point_y_register);
      cross_product_input_a[2] <= 
        $signed(triangle_point_0_x_register) - $signed(current_point_x_register);
      cross_product_input_b[2] <= 
        $signed(triangle_point_0_y_register) - $signed(current_point_y_register);
      cross_product_input_c[2] <= 
        $signed(triangle_point_1_x_register) - $signed(current_point_x_register);
      cross_product_input_d[2] <= 
        $signed(triangle_point_1_y_register) - $signed(current_point_y_register);
      calculating_triangle_area <= 1'b0;
      triangle_areas_sum <= triangle_area[0]+triangle_area[1]+triangle_area[2];
      o_triangle_loaded <= 1'b0;
      case(state)
        POINT_CALCULATION : begin
          o_triangle_loaded       <= o_triangle_loaded;
          o_point_inside_triangle <= 1'b0;
          state <= POINT_CALCULATION;
          if(i_load_triangle) begin
            o_triangle_loaded         <= 1'b0;
            calculating_triangle_area <= 1'b1;
            state <= LOADING_TRIANGLE_0;
          end else if (o_triangle_loaded) begin
            if(triangle_areas_sum <= principle_triangle_area) begin
              o_point_inside_triangle <= 1'b1;
            end else begin
              o_point_inside_triangle <= 1'b0;
            end
          end
        end
        LOADING_TRIANGLE_0  : begin
          state <= LOADING_TRIANGLE_1;
        end
        LOADING_TRIANGLE_1  : begin
          principle_triangle_area <= triangle_area[0];
          o_triangle_loaded <= 1'b1;
          state <= POINT_CALCULATION;
        end
        default            : begin
          calculating_triangle_area <= 1'b0;
          o_triangle_loaded         <= 1'b0;
          state <= POINT_CALCULATION;
        end
      endcase
      if(i_load_triangle) begin
        triangle_point_0_x_register <= i_triangle_point_0_x;
        triangle_point_0_y_register <= i_triangle_point_0_y;
        triangle_point_1_x_register <= i_triangle_point_1_x;
        triangle_point_1_y_register <= i_triangle_point_1_y;
        triangle_point_2_x_register <= i_triangle_point_2_x;
        triangle_point_2_y_register <= i_triangle_point_2_y;
      end
    end
  end
endmodule
==> /design/flow/run.sh <==
#!/bin/bash
# OpenROAD 26Q1-2900-gdf79404cd8, Yosys 0.63+post, stock flow scripts
make -C /OpenROAD-flow-scripts/flow DESIGN_CONFIG=/design/flow/config.mk WORK_HOME=/design/flow/orfs finish
==> /design/flow/config.mk <==
export PLATFORM = sky130hd
export DESIGN_NAME = rasterizer
export DESIGN_NICKNAME = rasterizer
export VERILOG_FILES = /design/flow/design.v
export SDC_FILE = /design/flow/constraint.sdc
export NUM_CORES = 4
export LEC_CHECK = 1
export CORE_UTILIZATION = 30
==> /design/flow/constraint.sdc <==
current_design rasterizer

set clk_period 13.5
set clk_io_pct 0.2

create_clock -name clk0 -period $clk_period [get_ports {i_clk}]

set non_clock_inputs [all_inputs -no_clocks]
set_input_delay [expr $clk_period * $clk_io_pct] -clock clk0 $non_clock_inputs
set_output_delay [expr $clk_period * $clk_io_pct] -clock clk0 [all_outputs]
==> results.yml <==
# physical design summary
drt:
  drtIter0Drc: 790
  antenna_cells: 0
  post_drt_wl_per_cell_um: 15.0
  wl_met3_um: 4570
  drc: 0
  ant_nets: 0
  wl_met1_um: 31800
  dr_wl_met2_um: 30600
  highest_layer: "met5"
  first_pass_iters: 7
  vias_per_cell: 4.35
  wl_um: 68400
  vias: 19858
die:
  initial_utilization_pct: 30.3
  dieWidth_um: 323
  num_io_pins: 81
  core_area_um2: 102000
  die_h_um: 323
  num_rows: 117
  die_area_um2: 104000
logic_synthesis:
  synth_cell_types: 81
  synth-async-reset-ratio_pct: 0
  edf_count: 130
  ys_warn_count: 11
  syn_area_um2: 30900
  numSynthFlops: 318
  ys_cells: 3070
  ys_chip_area_um2: 30900
  synth_seq_share_pct: 24.9
  syn_inst: 3070
  syn_avg_cell_area_um2: 10.0
  yosys_most_used_dff: "dfxtp_1"
finish:
  most-common-layout-cells: "inv_1, fa_1, ha_1"
  final_cell_area_um2: 34500
  drive_gt1_share_pct: 3.85
  nFillCells: 10329
  lay_top_count: "inv_1"
  area_growth_pct: 11.9
grt:
  antenna_found_initial: 3
  grt_use_total_pct: 14.4
  grt_max_degree: 61
  grt_pass1_vias: 20927
  grt_pass1_wl_um: 113000
  grt_overflow: 0
timing:
  clock.fmax_ghz: 0.0939
  fin_crit_ns: 10.65
  max_slew_margin_pct: 38.1
  skew_ns: 0.0591
  fin_setup_tns_ns: 0
  period_used_pct: 78.9
  hold_violations: 0
  rsz0062_at_grt: "no"
  max_slew.worst_pin.slew_ns: 0.916
  drv_slew: 0
  setup_viol: 0
clock_network:
  cts_tree: "built"
  postCtsSetupBuffers: 0
  path_clk_slew_ns: 0.08
  hold_buffers: 0
  clk_latency_ns: 0.58
  cts_buffers: 34
  root_buffer: "clkbuf_16"
  htreeDepth: 2
  cts.sinks: 318
  clockBufferDepth: 3
  ctsResizeCount: 0
worst_setup_path:
  crit_path_start_kind: "register"
  cp_common_cell: "fa_1"
  cpMaxStageDelayCell: "edfxtp_1"
  endpoint_kind: "register"
  reg2reg_setup_slack_ns: 2.85
  worstRegToRegCells: 39
  worstPathMaxFanout: 17
  path_class: "register to register"
  critPathMaxStageDelay_ns: 0.59
  cp.arrival_ns: 11.05
  path_buffers: 5
  r2r-start: "rtid.cross_product_input_b[1][6]"
  crit_required_ns: 13.90
  worstReg2RegEnd: "rtid.triangle_areas_sum[17]"
  critical_path.top_delay_family: "adder cells"
run_status:
  status: "finished, final reports clean"
job:
  drv_cap: 0
  tool_warnings: 28
min_path:
  hp-start: "horiz_target_addr_delay[1][0]"
  holdPathStages: 0
  whs_endpoint: "horiz_target_addr_delay[2][0]"
  hold_path.class: "register to register"
placement:
  place_area_um2: 33400
  place_hpwl_um: 56900
  gp_congestion: 0.939
  io_buffers: 80
cell usage after synthesis, types with 8 or more instances:
cell      instances  share of area [%]
a21oi_1          94                1.5
nor3_1           23               0.37
ha_1            303                 12
nand4_1          11               0.22
xnor2_1         118                3.3
nand3_1          20               0.32
or3_1            13               0.26
nand2b_1         48               0.97
and2_1          273                5.5
a31oi_1          11               0.22
mux2i_1          11               0.36
edfxtp_1        130                 13
a211oi_1         18               0.44
mux2_2           25               0.91
fa_1            411                 27
nor2_1          125                1.5
nand3b_1         10               0.24
inv_1           603                7.3
o21ai_0          72                1.2
o21a_1           14               0.34
a21o_1           53                1.3
nand2_1         186                2.3
o31ai_1           9               0.22
dfxtp_1         188                 12
o211ai_1         11               0.27
clkbuf_1         45               0.55
xor2_1           69                2.0
nor2b_1          66                1.3
and3_1            8               0.16
logic make-up (layout without fill, tap and decap cells):
kind of cell | after synthesis | in the layout | share of synthesized area [%]
xor gates and xnor gates | 190 | 190 | 5.58
other | 1 | 17 | 0.0122
muxes | 36 | 36 | 1.27
buffers and inverters | 651 | 761 | 7.92
adders and majority gates | 714 | 714 | 39.0
and+or+nand+nor | 826 | 826 | 14.4
AOI/OAI and AO/OA | 334 | 334 | 7.01
DFF | 318 | 318 | 24.9
worst max-delay path by stage:
stage,startpoint,endpoint,slack (ns),cells after the start
after global routing,rtid.cross_product_input_b[1][6],rtid.triangle_areas_sum[17],2.16,41
after CTS,rtid.cross_product_input_b[1][6],rtid.triangle_areas_sum[17],2.77,39
final,rtid.cross_product_input_b[1][6],rtid.triangle_areas_sum[17],2.85,39
flip-flops by register name (all words and copies together) (netlist names), 14 cells and up:
register and count:
rtid.principle_triangle_area 21, rtid.triangle_areas_sum 23, horiz_target_addr_delay 28, vert_target_addr_delay 24
rtid.cross_product_input_b 14, rtid.cross_product_input_a 16, rtid.cross_product_input_c 24, rtid.cross_product_input_d 21
routing by layer:
layer	GRT usage [%]	up-vias
met5	0	-
met3	4.11	83
met4	2.49	4
met2	22.2	394
li1	-	9906
met1	21.0	9471
stage by stage:
stage	utilization [%]	cells	worst slack, ns	hold slack, ns
final	33.9	4564	2.85	0.324
after global routing	33.9	4564	2.16	0.326
after CTS	33.9	4564	2.77	0.324
after detailed placement	32.8	4504	2.88	0.312
after global placement	32.8	4504	3.00	0.311
after floorplan	-	3086	3.63	0.310
layout make-up:
type / count / area (um2) / area share, %
flip-flops and latches: 318 / 7670 / 22.2
clock buffers: 46 / 980 / 2.84
clock inverters: 14 / 168 / 0.486
repair buffers: 96 / 918 / 2.66
inverters: 605 / 2270 / 6.58
multi-input cells: 2117 / 20800 / 60.3
well taps: 1368 / 1710 / 4.96
worst reg2reg max path: cells and delay by family (launching register included):
kind            cells  cell delay (ns)
fa+ha+maj          10             4.30
mux                 1             0.40
xor+xnor            3             0.82
flops               1             0.59
compound gates     11             2.62
simple gates        9             1.36
buf+inv             5             0.39
